$ cat flow/config.mk
export PLATFORM = sky130hd
export DESIGN_NAME = stack
export DESIGN_NICKNAME = stack
export VERILOG_FILES = /design/flow/design.v
export SDC_FILE = /design/flow/constraint.sdc
export NUM_CORES = 4
export LEC_CHECK = 1
export CORE_UTILIZATION = 40
$ cat flow/constraint.sdc
current_design stack

set clk_period 6.5
set clk_io_pct 0.2

create_clock -name clk0 -period $clk_period [get_ports {clk}]

set non_clock_inputs [all_inputs -no_clocks]
set_input_delay [expr $clk_period * $clk_io_pct] -clock clk0 $non_clock_inputs
set_output_delay [expr $clk_period * $clk_io_pct] -clock clk0 [all_outputs]
$ cat flow/design.v
module stack (
	input clk,
	input push,  
	input [7:0] pushin,
	input reset,
	output logic [7:0] popout,
	output logic empty,
	output logic full
);
        logic [6:0] ptr = 0;
	logic [7:0] stack [0:64]; 
	always @ (posedge clk)
		if (reset) begin
			ptr <= 0;
			full <= 0;
			empty <= 1;
		end
		else if(push == 1) begin
			if (ptr == 64) begin
				full <= 1;
			end
    			else begin 
				popout = stack[ptr];
    				ptr = ptr + 1;
				stack[ptr] = pushin;
			end
  		end
		else if(push == 0) begin
			if (ptr == 0) begin
				empty <= 1;
			end
			else begin
    				popout = stack[ptr]; 
    				ptr = ptr - 1;
			end
  		end
endmodule
$ cat flow/run.sh
#!/bin/bash
# OpenROAD 26Q1-2900-gdf79404cd8, Yosys 0.63+post, stock flow scripts
make -C /OpenROAD-flow-scripts/flow DESIGN_CONFIG=/design/flow/config.mk WORK_HOME=/design/flow/orfs finish
==> flow_summary.ini <==
; flow metrics
[run_status]
status = completed

[final_timing]
setup_viol = 0
clock.fmax_mhz = 233
drv_slew = 0
setup-tns-final_ns = 0
finalClockPeriodUsage_pct = 66.0
finClkSkew_ns = 0.0376
timing.final.ws_setup_ns = 2.21
hold_ws_ns = 0.468
rsz0062_at_grt = false
final_hold_viol_count = 0
relSlewSlack_pct = 21.4
final.min_clock_period_ns = 4.29
worst_pin_slew_ns = 1.17

[drt]
drtIter0Drc = 1574
vias_per_cell = 6.60
firstDrtPassIters = 5
via_count = 14668
ant_nets = 0
drcViolationCount = 0
post_drt_wl_per_cell_um = 45.8
finalWirelength_mm = 102

[global_route]
grt_pass1_wl_mm = 135
grt_usage_pct = 41.9
grt_antenna_before_repair = 8
grt_max_degree = 46
overflow = 0
grt_pass1_vias = 15042

[clock_tree]
post_cts_resized = 0
clk_pin_slew_ns = 0.06
cts_max_level = 2
clock_path_buffers = 3
cts_root_buf = clkbuf_16
numCtsBuffers = 56
cts_setup_buffers = 0
clock_latency_ns = 0.66
cts_tree = yes
cts_hold_buffers = 0
clock-sinks = 536

[layout]
fillCellCount = 4497
fin_cells = 2221
fin_area_mm2 = 0.0245
layout-drive-gt1-share_pct = 14.7
lay_top_count = edfxtp_1
lay_top_cells = 528 x edfxtp_1, 136 x a22oi_1, 127 x nor2_1
syn2layout_area_growth_pct = 14.8
fin_util_pct = 46.6

[run]
drv_cap = 0
tool_warnings = 30

[place]
hpwl_mm = 72.7
place_inst = 2110
place_area_mm2 = 0.0227
globalplace.congestion = 1.14
port_buffers = 19
dp_slack_ns = 1.63

[yosys]
yosys_cells = 1392
netlist_area_mm2 = 0.0214
yosys_area_mm2 = 0.0214
ys_warn_count = 2
ff_type = edfxtp_1
synth-edff-count = 528
ys_types = 78
seq_area_frac_synth_pct = 75.0
ys_ff = 536
syn_inst = 1392
synth_async_sr_flop_share_pct = 0
syn_avg_cell_area_um2 = 15.3

[floorplan]
core_area_mm2 = 0.0527
chipArea_mm2 = 0.0543
dieHeight_um = 233
row_count = 84
dieWidth_um = 233
fp-utilization_pct = 40.6
io_pins = 21

[setup_path]
path_delay_family = simple AND/OR/NAND/NOR gates
critPathSlowestCell = nor2_1
criticalPathCategory = input port to flop
crit_top_cell = buf_4
worstPathArrival_ns = 4.54
crit_buf_inv = 4
path_max_fanout = 25
end_kind = flop
crit_chain = clkdlybuf4s50_1 > buf_4 > clkinv_1 > nor3_2 > buf_4 > nand3_1 > nor2_1
crit_required_ns = 6.75
cp_slowest_stage_delay_ns = 0.80
critPathLaunchType = input port

[power_and_ir_drop]
power.density_mw_per_mm2 = 380
vdd_drop_max_mv = 0.214
p_leak_nw = 7.77
total_power_mw = 9.31

[worst_hold_path]
hold_path_class = flop to flop
-- synth_stat cells, drive strengths merged (5+ instances only) --
cell type / instances / area [um^2]
mux2: 7 / 78.8
a32oi: 24 / 210
xnor2: 7 / 61.3
inv: 7 / 26.3
and3: 23 / 149
a2111oi: 8 / 88.8
o2111ai: 9 / 78.8
nand3: 125 / 626
a31oi: 7 / 50.1
a21oi: 10 / 50.1
dfxtp: 8 / 160
a211oi: 6 / 45.0
nand2b: 6 / 40.0
edfxtp: 528 / 15900
nor4: 18 / 134
nor2: 137 / 539
o21ai: 11 / 58.8
clkbuf: 34 / 131
ha: 6 / 75.1
nand2: 62 / 233
nor2b: 9 / 56.3
buf: 42 / 285
nand3b: 6 / 45.0
nor3: 19 / 105
nand4: 47 / 294
a41oi: 12 / 105
a222oi: 5 / 50.1
a22oi: 136 / 1020
a22o: 10 / 87.6
-- sequential cells by signal, summed over array words and instances, names as in the netlist --
name / flops
ptr: 7
full: 1
popout: 8
stack: 520
-- worst paths after layout --
check        cells after the start  startpoint            to  slack, ns
max reg2reg                     10      ptr[1]     popout[0]       2.27
min                              2        full          full       0.47
max                              7        push  stack[38][4]       2.21
min reg2reg                      2        full          full       0.47
-- kinds of logic (layout without fill, tap and decap cells) --
group / Yosys count / count (layout) / share of synthesized area [%]
other: 1 / 7 / 0.0176
adders and majority gates: 6 / 6 / 0.351
buffers and inverters: 84 / 219 / 2.09
muxes: 11 / 11 / 0.556
AOI/OAI and AO/OA: 260 / 260 / 9.59
DFF: 536 / 536 / 75.0
xor gates and xnor gates: 9 / 9 / 0.369
and+or+nand+nor: 485 / 485 / 12.0
-- cell type report --
| type | count | area [um^2] | area share [%] |
|---|---|---|---|
| clock buffers | 64 | 1450 | 5.93 |
| multi-input cells | 772 | 4940 | 20.2 |
| well taps | 688 | 861 | 3.51 |
| inverters | 8 | 30.0 | 0.123 |
| clock inverters | 41 | 393 | 1.60 |
| repair buffers | 106 | 803 | 3.28 |
| flip-flops and latches | 536 | 16000 | 65.3 |
| diodes | 6 | 15.0 | 0.0613 |
-- routing by layer --
metal	vias up	wire (um)	global-route usage, %
met1	7313	34000	52.3
met5	-	440	6.16
met2	1251	43200	55.1
met4	16	5680	17.5
li1	5835	-	-
met3	253	18400	32.4
-- power by group --
group	leakage, nW	switching (mW)	internal (mW)	total (mW)
Combinational	2.05	1.57	0.540	2.11
Clock	0.906	1.39	1.85	3.23
Sequential	4.82	0.0624	3.90	3.96
-- worst min-delay path: cells and delay by family, from the launching register on --
kind,cells,cell delay [ns]
and+or+nand+nor,1,0.07
DFF,1,0.33
AOI/OAI and AO/OA,1,0.04
Power is estimated from default activity; no workload was simulated.
